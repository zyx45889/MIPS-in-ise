[design/flow/design.v]
`timescale 1ns / 1ps
module MUX2T1_32(
	input [31:0]A,
	input [31:0]B,
	input S,
	output [31:0]C
    );
assign C=(S==0)?A:B;
endmodule
[design/flow/run.sh]
#!/bin/bash
# OpenROAD 26Q1-2900-gdf79404cd8, Yosys 0.63+post, stock flow scripts
make -C /OpenROAD-flow-scripts/flow DESIGN_CONFIG=/design/flow/config.mk WORK_HOME=/design/flow/orfs finish
[design/flow/config.mk]
export PLATFORM = sky130hd
export DESIGN_NAME = MUX2T1_32
export DESIGN_NICKNAME = MUX2T1_32
export VERILOG_FILES = /design/flow/design.v
export SDC_FILE = /design/flow/constraint.sdc
export NUM_CORES = 4
export LEC_CHECK = 1
export CORE_AREA = 10 10 70 70
export DIE_AREA = 0 0 80 80
[design/flow/constraint.sdc]
current_design MUX2T1_32

set clk_period 1.0
set clk_io_pct 0.2

create_clock -name clk0 -period $clk_period

set non_clock_inputs [all_inputs -no_clocks]
set_input_delay [expr $clk_period * $clk_io_pct] -clock clk0 $non_clock_inputs
set_output_delay [expr $clk_period * $clk_io_pct] -clock clk0 [all_outputs]
==> flow_summary.ini <==
; synthesis and place-and-route metrics
[outcome]
status = finished, violations left
violations = setup timing

[yosys]
seq_area_frac_synth = 0
synthXorXnorAreaFrac = 0
mappedNetlistArea_um2 = 544.3
synth-compound-area-share = 0
yosys_cells = 36
synth_area_per_cell_um2 = 15.12
postSynthCellCount = 36
synth_cell_types = 4
ys.warnings.count = 0
ys_top_logic_family = multiplexers
ys_chip_area_um2 = 544.3
synth-simple-area-share = 0
post-synth-top-area-fraction = 0.8276
topCellsByArea = mux2_4, buf_12, mux2_2
synth.area.mux_share = 0.8690
synth_adder_area_share = 0
largest_area_cell = mux2_4

[power_and_ir_drop]
intPower_uw = 519.2
p_leak_nw = 0.9905
p_seq_frac = 0
total_power_uw = 659.9
p_sw_uw = 140.8
combPwrFrac = 1.000
ir_worst_vdd_uv = 173.4
switching_share = 0.2133
powerDensity_mw_per_mm2 = 388.7
power_frac_clock = 0

[final_timing]
min_period_over_period = 1.175
hold_viol_final = 0
setup_viol = 32
maxSlewViolCount = 0
holdWs_ns = 0.6943
rsz0062_at_grt = yes
final.setup.worst_slack_ns = -0.1754
tightest_slew_ns = 0.06111
layout_min_cycle_time_ns = 1.175
worst_slew_margin_rel = 0.9592
fmax_mhz = 850.8

[route]
wl_per_cell_um = 14.84
drt-total-wl_mm = 2.849
drt_iter0_drc = 4
ant_nets = 0
drtPass1Iterations = 2
vias_per_cell = 3.802
drcViolationCount = 0
diodes = 0
vias = 730

[min_path]
hold_path_depth = 3
holdPathEnd = C[24]
hold_start = A[24]
worstHoldPathType = in2out

[placed_design]
port_buffers = 97
place_congestion = 0.7595
dp_hpwl_mm = 2.396
pre_cts_ws_ns = -0.4966

[critical_path]
cp.arrival_ns = 0.98
crit_top_cell = buf_12
endpoint_kind = output pin
timing_worst_setup_path_type = in2out
start_kind = input port
worstPathMaxFanout = 7
critical-path-max-stage-delay_ns = 0.30
path_cells = buf_12 > buf_12 > buf_8 > mux2_4 > buf_6
cpMaxStageDelayCell = mux2_4
cp.required_ns = 0.80

[die]
placementRows = 21
ios = 97
die_y_um = 80
initCoreUtil = 0.1593
die_w_um = 80
dieArea_mm2 = 0.006400
core_area_mm2 = 0.003416

[grt]
grt-ovfl-total = 0
grt_max_degree = 8
grt_pass1_vias = 824
antenna_found_initial = 0
grt_usage = 0.07873
grt_pass1_wl_mm = 4.146

[final_layout]
mostFrequentLayoutCells = dlygate4sd2_1, mux2_4, buf_6
fill_cells = 327
lay_top_count = dlygate4sd2_1
register_area_um2 = 0
clock_buffers = 0
layout.area.comb_um2 = 480.5
ff_count = 0
area_delta_synth_final_pct = 212.0
drive_above_1_share = 0.5616
fin_util = 0.4971

[job]
log.warning_count = 34
maxCapViolCount = 0

[clock_tree]
ctsHoldBuffers = 0
==> area by class of cell <==
type,instances,share of cell area
Multi-Input combinational cell,32,0.2830
Tap cell,46,0.03390
Timing Repair Buffer,114,0.6831
==> repair_timing <==
| item | CTS | global route |
|---|---|---|
| resized | 170 | 23 |
| setup endpoints to repair | 32 | 32 |
| pin swaps | 0 | 0 |
| gates cloned | 1 | 0 |
| buffers inserted | 14 | 0 |
==> synth_stat cells <==
cell and count:
buf_6 1, mux2_2 2, mux2_4 30, buf_12 3
==> how the worst max path moves through the flow <==
stage         cells past startpoint  endpoint  from
CTS                               5      C[0]     S
global route                      5     C[31]     S
finish                            5     C[31]     S
==> power by group through the flow <==
stage / Sequential [mW] / Clock [mW] / Combinational [mW]
after CTS: 0 / 0 / 0.644
after global routing: 0 / 0 / 0.706
final: 0 / 0 / 0.660
==> stage by stage <==
stage               std cells  cell area [um^2]  setup TNS, ns
finish                    192              1698         -5.032
global route              192              1698         -5.619
CTS                       192              1607         -5.196
detailed placement        177              1536         -15.27
global placement          177              1536         -15.25
floorplan                  36             544.3              0
==> logic make-up after synthesis <==
| kind of cell | count (synthesis) |
|---|---|
| buffers and inverters | 4 |
| multiplexers | 32 |
==> critical path, delay by kind of cell <==
| family | cells | cell delay, ns |
|---|---|---|
| buf+inv | 4 | 0.47 |
| mux | 1 | 0.30 |
==> metal layers <==
| metal | global-route usage | wire length, um |
|---|---|---|
| met1 | 0.08965 | 1142 |
| met2 | 0.1429 | 1394 |
| met3 | 0.03068 | 313 |
| met4 | 0 | 0 |
| met5 | 0 | 0 |
No activity file was given, so power comes from the tool's default toggle rates.
