--- flow/run.sh ---
#!/bin/bash
# OpenROAD 26Q1-2900-gdf79404cd8, Yosys 0.63+post, stock flow scripts
make -C /OpenROAD-flow-scripts/flow DESIGN_CONFIG=/design/flow/config.mk WORK_HOME=/design/flow/orfs finish
--- flow/config.mk ---
export PLATFORM = sky130hd
export DESIGN_NAME = MUX4T1_32
export DESIGN_NICKNAME = MUX4T1_32
export VERILOG_FILES = /design/flow/design.v
export SDC_FILE = /design/flow/constraint.sdc
export NUM_CORES = 4
export LEC_CHECK = 1
export CORE_AREA = 10 10 95 95
export DIE_AREA = 0 0 105 105
--- flow/constraint.sdc ---
current_design MUX4T1_32

set clk_period 1.0
set clk_io_pct 0.2

create_clock -name clk0 -period $clk_period

set non_clock_inputs [all_inputs -no_clocks]
set_input_delay [expr $clk_period * $clk_io_pct] -clock clk0 $non_clock_inputs
set_output_delay [expr $clk_period * $clk_io_pct] -clock clk0 [all_outputs]
--- flow/design.v ---
`timescale 1ns / 1ps
module MUX4T1_32(
	input [31:0]A0,
	input [31:0]A1,
	input [31:0]A2,
	input [31:0]A3,
	input [1:0]S,
	output [31:0]C
    );
wire [31:0]r0;
wire [31:0]r1;
assign r0=(S[0]==0)?A0:A1;
assign r1=(S[0]==0)?A2:A3;
assign C=(S[1]==0)?r0:r1;
endmodule
==> results.txt <==
Worst Tran Pin Value -> 0.177 ns
Synthesis area per yosys -> 815 sq um
Initial antenna violation count -> 6
Max Slew Vio Count -> 0
Register area -> 0 sq um
Total GRT Usage -> 11.1%
PwrDens -> 356 nW/um^2
Row cnt -> 30
Clock buffers -> 0
Sequential share of power -> 0%
RSZ-0062 raised after global routing -> true
Leak -> 1.10 nW
Status -> finished with violations
Comb power frac -> 100.0%
Hold Path Depth -> 3
Max-slew headroom -> 88.2%
Dominant logic cell type in the layout -> dlygate4sd2_1
Post-Synthesis Cells -> 39
Via count -> 1,261
Cell variety after synth -> 5
Largest net degree at the start of global routing -> 14
First-pass GRT wire length -> 9230 um
Die X -> 105 um
Worst-path fanout max -> 7
DIE HEIGHT -> 105 um
Achievable Freq -> 764 MHz
Final period util -> 131%
CP endpoint kind -> output port
WP data required -> 0.80 ns
Tightest Hold Check Type -> input pin to output port
Router iterations before antenna repair -> 4
Syn Area/Cell -> 20.9 sq um
Starting DRT DRC Count -> 16
Final Routed Wirelength -> 6380 um
Via/cell ratio -> 4.15
Fin util -> 33.7%
# port buffers -> 162
Clk pwr share -> 0%
Type of the worst setup path -> input pin to output port
Ys Warns -> 0
Failing checks -> setup timing
Global route total overflow -> 0
Layout filler cell count -> 768
Vias in the first global route -> 1,534
DPL Wire Length -> 5720 um
Max cap viols -> 0
Setup violators final -> 32
WHS -> 0.883 ns
CP Data Arrival Time -> 1.11 ns
Post-layout min period -> 1.31 ns
Sw Pwr -> 0.000220 W
Crit start category -> input pin
Cell internal pwr -> 0.000608 W
Routed WL per cell -> 21.0 um
CTS Hold Bufs -> 0
Register share after synthesis -> 0%
Area of the mapped netlist -> 815 sq um
Yosys cell count -> 39
OpenROAD warning count -> 35
Final Hold Fails -> 0
Drt drc -> 0
Final worst setup slack -> -0.309 ns
Switch share -> 26.6%
Core area -> 6910 sq um
Fp util -> 11.8%
Die area -> 11,000 sq um
Most frequent cells in the layout -> dlygate4sd2_1, buf_2, mux4_2
Io pins -> 162
Share of layout cells above drive strength 1 -> 36.9%
GP Congestion -> 0.796
Peak supply drop -> 134 uV
Post-route ant nets -> 0
Flops -> 0
Area growth, synth to finish -> 186%
per-layer routing:
metal | share of wire (%) | vias to the layer above | wire length, um | track usage [%]
met4 | 0.31 | 2 | 20 | 0.980
met3 | 16 | 4 | 1040 | 7.89
met1 | 40 | 581 | 2530 | 12.6
met5 | 0.20 | - | 13 | 0
li1 | - | 545 | - | -
met2 | 43 | 129 | 2770 | 17.3
cell type report:
type                            instances  area, sq um  area share (%)
Antenna cell                            5         12.5           0.537
Multi-Input combinational cell         32          721            31.0
Tap cell                               96          120            5.16
Timing Repair Buffer                  171         1480            63.4
cell usage after synthesis, drive strengths merged:
library cell | count | area, sq um
mux4 | 32 | 728
buf | 7 | 86.3
stage by stage:
| step | power, W | instances | setup TNS, ns | area [sq um] | worst slack (ns) |
|---|---|---|---|---|---|
| 6_report | 0.000828 | 304 | -8.83 | 2330 | -0.309 |
| 5_1_grt | 0.000905 | 302 | -10.20 | 2320 | -0.360 |
| 4_1_cts | 0.000849 | 299 | -9.34 | 2320 | -0.329 |
| 3_5_place_dp | 0.00110 | 296 | -28.02 | 2550 | -0.919 |
| 3_3_place_gp | 0.00110 | 296 | -28.09 | 2550 | -0.920 |
| 2_1_floorplan | 0.000287 | 39 | -2.75 | 823 | -0.0916 |
what timing repair did:
item                                    4_1_cts  5_1_grt
endpoints found under the setup margin       32       32
resized                                     243        0
cloned                                        3        0
buffers inserted                              0        0
pin swaps                                     0        0
power by group through the flow:
stage | registers (W) | logic [W] | clock network (W)
CTS | 0 | 0.000849 | 0
global route | 0 | 0.000905 | 0.000000000401
finish | 0 | 0.000828 | 0.000000000669
critical path, cell delays in order:
cell	delay (ns)
buf_12	0.12
buf_12	0.14
mux4_2	0.51
buf_2	0.14
kinds of logic (layout without fill, tap and decap cells):
logic type             count (synthesis)  count (layout)  synth area share [%]
muxes                                 32              32                  89.4
buffers and inverters                  7             171                  10.6
other                                  0               5                     0
path summary, 6_finish.rpt:
path,start,slack [ns],end
setup / recovery,S[0],-0.31,C[2]
hold / removal,A3[6],0.88,C[6]
No activity file was given, so power comes from the tool's default toggle rates.
